===== ./design.v =====
module oisc (input rst, input rdy, input [15:0] d_in,
    output [15:0] addr, output reg [15:0] d_out, output reg w_en);
reg s1, s2, s3;
reg [15:0] r1, r2;
wire [15:0] inc = r1 + 1;
assign addr = (s1 | s3) ? r1 : r2;
always @(posedge rst or posedge rdy) begin
    if (rst) {w_en, s3, s2, s1, r1} <= 20'h10100;
    else begin
        r2 <= d_in;
        d_out <= |{~s3,d_out} ? r2 : inc;
        r1 <= (s3 || s1) ? |{s1,d_in} ? inc : r2 : r1;
        {w_en, s3, s2, s1} <= {s3, s2, s1, w_en};
    end
end endmodule
module simplealu (input clk, input rst, input w_en, input [15:0] d_in,
                  input [2:0] addr, output reg [15:0] d_out, output rdy);
  reg [15:0] a, b;
  assign rdy = ~clk;
  always @(posedge clk) begin
    if (rst) begin
      a <= 0;
      b <= 0;
    end else
    case (addr)
      0: if (w_en) a <= d_in; else d_out <= a;
      1: if (w_en) b <= d_in; else d_out <= b; 
      2: d_out <= a+b;
      3: d_out <= a^b;
      4: d_out <= a&b;
      5: d_out <= a|b;
      6: d_out <= {16{a==b}};
      7: d_out <= {16{a<b}};
    endcase
  end
endmodule
module top (input clk, input rst, 
            output reg w_en, output reg [15:0] addr, 
            output reg [15:0] d_out, output reg [15:0] oisc_d_in,
            input [15:0] d_in, input d_rdy, output oisc_rdy);
  wire alu_rdy;
  wire [15:0] alu_d_out;
  wire [2:0] alu_addr;
  assign alu_addr = addr[2:0];
  reg [15:0] mem_d_in;
  oisc core(
    .rst(rst),
    .d_in(oisc_d_in),
    .addr(addr),
    .rdy(oisc_rdy),
    .d_out(d_out),
    .w_en(w_en)
  );
  simplealu alu(
    .clk(clk),
    .rst(rst),
    .w_en(w_en && (addr[15] && (addr[14:3] == 0))),
    .d_in(d_out),
    .addr(alu_addr),
    .d_out(alu_d_out),
    .rdy(alu_rdy)
  );
  reg [15:0] mem [0:1023];
  always @(posedge clk) begin
    if (addr[15:10] == 0) begin
      if (w_en)
        mem[addr[9:0]] <= d_out;
      else
        mem_d_in <= mem[addr[9:0]];
    end
  end
  wire mem_rdy;
  assign mem_rdy = ~clk;
  always @(*) begin
    if (addr[15:10] == 0) begin
      oisc_d_in = mem_d_in;  
      oisc_rdy = mem_rdy;
    end else if (addr[15] && (addr[14:3] == 0)) begin
      oisc_d_in = alu_d_out;  
      oisc_rdy = alu_rdy;
    end else begin
      oisc_d_in = d_in;
      oisc_rdy = d_rdy;
    end
  end
endmodule

===== ./run.sh =====
#!/bin/bash
# OpenROAD 26Q1-2900-gdf79404cd8, Yosys 0.63+post, stock flow scripts
make -C /OpenROAD-flow-scripts/flow DESIGN_CONFIG=/design/flow/config.mk WORK_HOME=/design/flow/orfs finish

===== ./config.mk =====
export PLATFORM = sky130hd
export DESIGN_NAME = top
export DESIGN_NICKNAME = top
export VERILOG_FILES = /design/flow/design.v
export SDC_FILE = /design/flow/constraint.sdc
export NUM_CORES = 4
export LEC_CHECK = 1
export CORE_UTILIZATION = 40
export SYNTH_MEMORY_MAX_BITS = 65536

===== ./constraint.sdc =====
current_design top

set clk_period 233.0
set clk_io_pct 0.2

create_clock -name clk0 -period $clk_period [get_ports {clk}]

set non_clock_inputs [all_inputs -no_clocks]
set_input_delay [expr $clk_period * $clk_io_pct] -clock clk0 $non_clock_inputs
set_output_delay [expr $clk_period * $clk_io_pct] -clock clk0 [all_outputs]

==> GITHUB_STEP_SUMMARY <==
### Yosys + OpenROAD results

| Metric | Value |
|---|---|
| R2r setup slk | `104.21 ns` |
| Setup Buffers After CTS | `0` |
| Max_cap viols | `1` |
| Psw | `about 1.2 mW` |
| Latency at later pin | `around 2.8 ns` |
| Overall routing resource usage | `28.4%` |
| Clock Skews | `1.47 ns` |
| Cell area power density | `8.26 nW/µm²` |
| Core Util, Final | `45.9%` |
| Logic pwr share | `2.6%` |
| Boundary Pins | `69` |
| P_int | `~4.8 mW` |
| Worst slew margin | `-44.6%` |
| WS Path Type | `flip-flop to output port` |
| HPWL after DPL | `1280000 µm` |
| Core area | `1580000 µm²` |
| Row count | `461` |
| Count of tool warnings | `around 110` |
| Flops after synth | `around 17000` |
| Largest cells by area | `edfxtp_1, mux4_2, nand2_1` |
| P_leak | `227 nW` |
| Switching share of power | `20.2%` |
| VDD IR max | `0.00655 mV` |
| Area Overhead vs Synth | `14.5%` |
| Max Fanout on Critical Path | `38` |
| Largest net degree at the start of global routing | `127` |
| Clk pwr share | `43.4%` |
| Commonest Layout Cell | `edfxtp_1` |
| Yosys Instances | `31100` |
| DRC Markers | `0` |
| Final setup TNS | `0 ns` |
| Pre-Place Util | `40.1%` |
| Dominant cell area share | `78.1%` |
| Ys async rst share | `0.121%` |
| Crit path capture type | `output port` |
| Slew Limit Fails | `4` |
| Cts hold-fix bufs | `0` |
| DR WL/cell | `36.5 µm` |
| Number of I/O port buffers | `roughly 70` |
| Reg clk slew, reported paths | `0.12 ns` |
| Antenna violations before repair | `232` |
| Yosys stat area | `633000 µm²` |
| Post-synthesis instance total | `31100` |
| Final hold violation count | `0` |
| Distinct cells, synth | `88` |
| Top Layout Cells | `edfxtp_1, mux4_2, nand2_1, buf_4, clkbuf_16` |
| DR pass1 iterations | `9` |
| Post-synth seq share | `78.3%` |
| Die x size | `1260 µm` |
| Number of enable flip-flop cells | `~16000` |
| Synth warnings | `6` |
| Die area | `1590000 µm²` |
| Final WL | `2050000 µm` |
| Slew of the pin with the lowest slew margin | `2.17 ns` |
| Vias in the first global route | `359000` |
| DR vias | `331000` |
| Synth Flop Type | `edfxtp_1` |
| CP Data Required Time | `186.40 ns` |
| ANT nets after route | `0` |
| Synthesized area | `633000 µm²` |
| Endpoints failing setup | `0` |
| Flop pwr share | `between 50% and 60%` |
| Initial DRC Count | `24700` |
| GRT overflow | `0` |
| Failing checks | `capacitance limit, slew limit` |
| CTS tree | `yes` |
| Hold/Removal Path Class | `flip-flop to flip-flop` |
| Vias per cell | `5.89` |
| Cell taking the most area after synthesis | `edfxtp_1` |
| First-pass GRT wire length | `2820000 µm` |
| CTS-repair resized insts | `0` |
| Startpoint types | `flip-flop` |
| Status | `finished, violations left` |
| Arr. time, crit path | `123.46 ns` |
| Mapped Avg Cell Area | `20.4 µm²` |
| Gpl congestion | `0.940` |
| RSZ-0062 raised after global routing | `no` |
| Die H | `1260 µm` |
| Layout cell share with drive strength beyond 1 | `24.9%` |
[layer usage]
layer  vias up  global-route usage, %  wire [µm]
li1     134000                      -          -
met1    165000                   27.0     546000
met2     27100                   38.0     899000
met3      4177                   28.7     468000
met4       304                   13.9     123000
met5         -                   8.67      12500
[worst max-delay path, stage by stage, from the launching register on]
cell and delay, ns:
dfrtp_1 0.65, nor2_4 0.28, buf_4 0.55, nor3_1 0.22
o2111ai_1 0.87, o21ai_0 0.29, a31oi_1 0.78, clkdlybuf4s50_1 0.61
[layout make-up]
class / count / area, µm²
Fill cell: 128000 / 852000
Sequential cell: 16500 / 495000
Multi-Input combinational cell: 12500 / 128000
Clock buffer: 1992 / 43300
Tap cell: 21100 / 26400
Timing Repair Buffer: 2574 / 20200
Clock inverter: 927 / 8910
Antenna cell: 588 / 1470
Inverter: 61 / 269
[power by group through the flow]
stage / Combinational, mW / Clock [mW] / Sequential (mW)
CTS: 0.152 / 2.62 / 3.23
global route: 0.162 / 2.73 / 3.23
finish: 0.155 / 2.59 / 3.23
[sequential cells by signal, summed over array words and instances (netlist names)]
signal and count:
alu.a 16, alu.b 16, alu.d_out 16, core.d_out 16, core.r1 16, core.r2 16
core.s1 1, core.s2 1, core.s3 1, core.w_en 1, mem 16384, mem_d_in 16
[synthesized netlist by cell type (7+ instances only)]
library cell	n
edfxtp_1	16400
mux4_2	3408
nand2_1	2876
nor2_1	1172
a22oi_1	1151
buf_2	835
clkbuf_1	647
nand3_1	610
and3_1	462
a21oi_1	454
a311oi_1	371
a31oi_1	355
a22o_1	297
nand4_1	207
buf_4	201
o21ai_0	179
buf_1	175
buf_6	152
a211oi_1	123
o2111ai_1	117
a221oi_1	115
nor3_1	85
a32oi_1	63
inv_1	57
ha_1	50
o21ai_1	49
mux2i_1	40
a41oi_1	38
nor4_1	35
dfxtp_1	32
o22ai_1	24
xnor2_1	24
dfrtp_1	18
or4_1	16
or3_1	13
o211ai_1	12
o221ai_1	9
a21o_1	7
[final timing paths]
path                            startpoint           end  cells past startpoint
worst max register to register     core.s3  mem_d_in[14]                     19
worst min-delay path               core.s2       core.s3                      0
max in group asynchronous              rst    core.r1[5]                      4
min in group asynchronous              rst   core.r1[13]                      4
worst min register to register     core.s2       core.s3                      0
worst max-delay path               core.s3  oisc_d_in[6]                      7
[logic make-up (layout without fill, tap and decap cells)]
kind of cell | Yosys count | count (layout) | share of synthesized area (%)
compound gates | 3440 | 3440 | 3.96
xor+xnor | 27 | 27 | 0.0374
fa+ha+maj | 51 | 51 | 0.102
buf+inv | 2075 | 5554 | 1.70
flops | 16500 | 16500 | 78.3
mux | 3456 | 3456 | 12.2
other cells | 0 | 588 | 0
simple gates | 5506 | 5506 | 3.72
[stage by stage]
stage	power, mW	worst slack (ns)	instance area [µm²]	hold WS [ns]	std cells
finish	5.98	62.94	724000	0.363	56200
global route	6.12	62.96	723000	0.381	56000
CTS	6.00	63.27	722000	0.361	55600
detailed placement	3.45	65.91	670000	0.335	52700
global placement	3.44	65.72	670000	0.338	52700
floorplan	3.40	57.84	633000	0.331	31100
No activity file was given, so power comes from the tool's default toggle rates.
